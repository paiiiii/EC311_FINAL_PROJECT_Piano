<file path="design/flow/config.mk">
export PLATFORM = sky130hd
export DESIGN_NAME = debouncer
export DESIGN_NICKNAME = debouncer
export VERILOG_FILES = /design/flow/design.v
export SDC_FILE = /design/flow/constraint.sdc
export NUM_CORES = 4
export LEC_CHECK = 1
export CORE_AREA = 10 10 82 82
export DIE_AREA = 0 0 92 92
</file>
<file path="design/flow/constraint.sdc">
current_design debouncer

set clk_period 2.2
set clk_io_pct 0.2

create_clock -name clk0 -period $clk_period [get_ports {clk}]

set non_clock_inputs [all_inputs -no_clocks]
set_input_delay [expr $clk_period * $clk_io_pct] -clock clk0 $non_clock_inputs
set_output_delay [expr $clk_period * $clk_io_pct] -clock clk0 [all_outputs]
</file>
<file path="design/flow/design.v">
`timescale 1ns / 1ps
module debouncer(
    input clk,
    input I0,
    input I1,
    output reg O0,
    output reg O1
    );
    reg [4:0]cnt0, cnt1;
    reg Iv0=0,Iv1=0;
    reg out0, out1;
always@(posedge(clk))begin
    if (I0==Iv0)begin
        if (cnt0==19)O0<=I0;
        else cnt0<=cnt0+1;
      end
    else begin
        cnt0<="00000";
        Iv0<=I0;
    end
    if (I1==Iv1)begin
            if (cnt1==19)O1<=I1;
            else cnt1<=cnt1+1;
          end
        else begin
            cnt1<="00000";
            Iv1<=I1;
        end
    end
endmodule
</file>
<file path="design/flow/run.sh">
#!/bin/bash
# OpenROAD 26Q1-2900-gdf79404cd8, Yosys 0.63+post, stock flow scripts
make -C /OpenROAD-flow-scripts/flow DESIGN_CONFIG=/design/flow/config.mk WORK_HOME=/design/flow/orfs finish
</file>
==> flow_summary.toml <==
# generated from flow reports
[clock_network]
maximum_clock_insertion_buffer_count = 2
cts.repair_timing.setup_buffer_count = 0
clock-root-buffer = "sky130_fd_sc_hd__clkbuf_8"
clock_sink_count = 14
cts-resized-gates = 0
cts-htree-levels = 1
insertion_delay_ps = 240
clock_tree_from_tritoncts = "done"
cts_hold_repair.buffers = 0
clock_pin_slew_worst_setup_and_hold_paths_ps = 50
tritoncts.num_buffers = 3

[global_route]
pin_count_of_the_biggest_net_entering_global_routing = 9
wire_length_of_the_first_global_routing_pass_um = 1628
grt_overflow_total = 0
grt_usage_pct = 2.209
number_of_antenna_violations_at_the_first_check_in_global_routing = 0
first_global_vias = 368

[drt]
via_count = 337
drt-total-wl_um = 889
drc = 0
insertedDiodeCount = 0
wire_per_inst_um = 7.112
postRouteAntennaNets = 0
detail_route.iter0.violations = 7
firstDrtPassIters = 2
vias_per_cell = 2.696

[setup_path]
cp.depth = 2
crit_buf_inv = 1
worstSetupPathType = "primary input to register"
max_stage_delay_ps = 520
crit_family = "buffers and inverters"
worstPathArrival_ps = 1430
timing.reg2reg.setup_slack_ps = 890
critPathRequiredTime_ps = 2080
cp_max_fo = 7
critical_path_cell_list = "clkdlybuf4s50_1, xor2_1"
cp-end-kind = "register"
cp-start-kind = "primary input"
reg2regPathDepth = 3
critical_path.slowest_cell = "sky130_fd_sc_hd__clkdlybuf4s50_1"

[synth]
ys_seq_share_pct = 56.89
yosys_area_um2 = 563.0
synth.yosys.warnings = 1
ys_top_cells_by_count = "sky130_fd_sc_hd__dfxtp_1, sky130_fd_sc_hd__nor2_1, sky130_fd_sc_hd__xor2_1"
yosys.cell_types.count = 13
yosys.area.top_type = "sky130_fd_sc_hd__dfxtp_1"
netlist_area_pre_place_um2 = 563.0
ys_async_sr_fraction_pct = 0
yosys_most_used_dff = "sky130_fd_sc_hd__dfxtp_1"
post_synth.cell_area_avg_um2 = 11.98
synth.most_common_cell = "sky130_fd_sc_hd__dfxtp_1"
yosys.area.top_type_share_pct = 35.56
enable_flop_cells = 4
synth_flops = 14
top_cells_by_area = "sky130_fd_sc_hd__dfxtp_1, sky130_fd_sc_hd__edfxtp_1, sky130_fd_sc_hd__xor2_1"
synth.yosys.num_cells = 47
netlist_instances = 47

[sta]
hold_viol_final = 0
timing.final.crit_share_pct = 70.67
layout_min_cycle_time_ps = 1555
hold_slack_ps = 515.1
fin_worst_skew_ps = 1.160
finalSetupViolCount = 0
final_max_slew_viol_count = 0
max_slew_margin_pct = 64.29
grt_setup_unrepaired = "no"
setup_tns_ps = 0
max_freq_ghz = 0.6432
timing_worst_slew_pin_value_ps = 533.8

[final_layout]
drive_gt1_share_pct = 10.91
final.fill_count = 574
area_delta_synth_final_pct = 32.44
stdcell_area_um2 = 745.7

[job]
timing.max_cap.violations = 0
log.warning_count = 25

[placement]
dpl-instance-area_um2 = 690.7
rd_place_congestion = 0.7043
dp.final_hpwl_um = 679.1
port_buffers = 4

[worst_hold_path]
type_of_the_tightest_min_delay_check = "register to register"
hold_depth = 2

[power_and_ir_drop]
power_density_nw_per_um2 = 987.0
worst_ir_drop_vdd_mv = 0.4541
p_leak_nw = 0.2566

[floorplanning]
initCoreUtil_pct = 11.09
chipArea_um2 = 8464
floorplan.io_pins = 5
die-width_um = 92
std_cell_rows = 26
dieHeight_um = 92
core_area_um2 = 5075

[status]
status = "completed"
## per-layer routing
metal	global-route usage (%)	vias up	routed length, um
li1	-	173	-
met2	3.294	7	422
met4	0.1285	0	0
met3	1.153	0	48
met5	0	-	0
met1	2.928	157	418
## cells in the final DEF, fill, tap and decap left out
cell	count
sky130_fd_sc_hd__xor2_1	7
sky130_fd_sc_hd__nand2b_1	3
sky130_fd_sc_hd__nor2_1	8
sky130_fd_sc_hd__nand4bb_1	1
sky130_fd_sc_hd__mux2i_1	2
sky130_fd_sc_hd__clkdlybuf4s50_1	4
sky130_fd_sc_hd__edfxtp_1	4
sky130_fd_sc_hd__xnor2_1	3
sky130_fd_sc_hd__nor2b_2	1
sky130_fd_sc_hd__ha_1	2
sky130_fd_sc_hd__clkbuf_8	4
sky130_fd_sc_hd__and4bb_4	1
sky130_fd_sc_hd__nand3_1	4
sky130_fd_sc_hd__nor3_1	1
sky130_fd_sc_hd__dfxtp_1	10
## worst paths after layout
path	to	from
hold / removal	cnt0[4]	cnt0[4]
hold reg to reg	cnt0[4]	cnt0[4]
setup reg to reg	O0	cnt0[0]
setup / recovery	Iv0	I0
## worst register-to-register path, cell delays in order (launching register included)
cell	delay, ps
sky130_fd_sc_hd__dfxtp_1	370
sky130_fd_sc_hd__ha_1	220
sky130_fd_sc_hd__and4bb_4	290
sky130_fd_sc_hd__nor2b_2	150
## registers in the layout, summed over array words and instances (netlist names)
signal	flops
cnt0	5
cnt1	5
Iv0	1
O1	1
Iv1	1
O0	1
## kinds of logic after synthesis
| family | synth area share (%) |
|---|---|
| XOR/XNOR | 15.56 |
| multiplexers | 3.556 |
| flip-flops | 56.89 |
| AND/OR/NAND/NOR | 19.56 |
| adder cells (fa/ha/maj) | 4.444 |
## power by group
group          internal [mW]  switching, mW
Sequential             0.313         0.0374
Clock                  0.158         0.0825
Combinational         0.0771         0.0678
## cell type report
class | count | area, um2 | share of cell area (%)
repair buffers | 4 | 40.04 | 5.369
flip-flops and latches | 14 | 320.3 | 42.95
clock buffers | 4 | 55.05 | 7.383
multi-input cells | 33 | 242.7 | 32.55
well taps | 70 | 87.58 | 11.74
## stage by stage
step / util [%] / cells / power, mW / setup slack [ps]
6_report: 14.69 / 125 / 0.7360 / 645.3
5_1_grt: 14.69 / 125 / 0.7901 / 568.6
4_1_cts: 14.69 / 125 / 0.7450 / 647.7
3_5_place_dp: 13.61 / 121 / 0.5017 / 403.5
3_3_place_gp: 13.61 / 121 / 0.4820 / 501.2
2_1_floorplan: - / 47 / 0.4613 / 965.3
Power is estimated from default activity; no workload was simulated.
