[flow/design.v]
module melody(
    input clk,
	 input [7:0]switch,
	 output reg speaker
    );
  reg [5:0]count1;
  reg [30:0] count2;
  reg clk_1mhz;
  reg [12:0] origin;
  reg carry;
  reg [12:0]divider;
  reg [7:0] s_200;
  reg [7:0] s_o;
	initial begin
		count1<=0;
		carry<=0;
		clk_1mhz<=0;
		origin<=0;
		carry<=0;
		divider<=0;
	end	
	always@(posedge clk)
	    begin
		    if(s_o==switch)
			    begin
				    if(count2<=25000000)
					    begin
							 count2<=count2+1;
							 s_200<=switch;
						 end
                else
                   begin
                      s_200<=0;
							 count2<=count2+1;
						 end
             end	
          else
             begin
                s_o<=switch;
                count2<=0;
             end
      end			
	always@(posedge clk)
	  begin
		  if(count1<25)
			  begin
				  count1<=count1+1;
			  end
		  else
			  begin
				  count1<=0;
				  clk_1mhz<=~clk_1mhz;
			  end
	  end
   always@(posedge clk_1mhz)
         begin
            if(divider<2000)
               begin
                  divider<=divider+1;
                  carry<=0;
               end
            else if(divider==2000)
               begin
                  carry<=1;
                  divider<=origin;
               end
				else	
				   begin  
					  carry<=1;
					  divider<=0;
					end  
         end
   always@(posedge carry) 
      begin
		      if(origin>2000)
				   speaker<=0;
				else
               speaker<=~speaker;
      end
   always@(*)
      begin
         case(s_200)
		   8'b00010101:origin=92;     
		   8'b00011101:origin=300;    
		   8'b00100100:origin=485;    
		   8'b00101101:origin=567;    
           8'b00101100:origin=724;    
           8'b00110101:origin=864;    
           8'b00111100:origin=988;    
           8'b00011100:origin=1044;    
           8'b00011011:origin=1150;    
           8'b00100011:origin=1240;   
           8'b00101011:origin=1284;   
		   8'b00110100:origin=1362;   
		   8'b00110011:origin=1432;   
		   8'b00111011:origin=1494;   
		   8'b00011010:origin=1522;   
		   8'b00100010:origin=1574;   
		   8'b00100001:origin=1621;   
		   8'b00101010:origin=1640;   
		   8'b00110010:origin=1681;   
		   8'b00110001:origin=1716;   
		   8'b00111010:origin=1746;   
			  default:origin=3000;
         endcase
      end
endmodule
[flow/run.sh]
#!/bin/bash
# OpenROAD 26Q1-2900-gdf79404cd8, Yosys 0.63+post, stock flow scripts
make -C /OpenROAD-flow-scripts/flow DESIGN_CONFIG=/design/flow/config.mk WORK_HOME=/design/flow/orfs finish
[flow/config.mk]
export PLATFORM = sky130hd
export DESIGN_NAME = melody
export DESIGN_NICKNAME = melody
export VERILOG_FILES = /design/flow/design.v
export SDC_FILE = /design/flow/constraint.sdc
export NUM_CORES = 4
export LEC_CHECK = 1
export CORE_UTILIZATION = 40
[flow/constraint.sdc]
current_design melody

set clk_period 7.5
set clk_io_pct 0.2

create_clock -name clk0 -period $clk_period [get_ports {clk}]

set non_clock_inputs [all_inputs -no_clocks]
set_input_delay [expr $clk_period * $clk_io_pct] -clock clk0 $non_clock_inputs
set_output_delay [expr $clk_period * $clk_io_pct] -clock clk0 [all_outputs]
==> results.txt <==
Notes on the physical implementation.

- Per the timing report, the biggest fanout along the worst path comes to 37.
- The fraction of synthesis flops using an asynchronous set or reset pin is 0%, for reference.
- TritonCTS built the clock tree.
- The area fraction of the largest cell type after synthesis is 31.13%.
- Per the repair_timing log after CTS, setup buffers inserted total 0.
- The area of the multi-input gates is 2140 sq um, for reference.
- Total power for the finished layout comes to 761.6 uW.
- The per-cell via count in the routed design is 5.277, for reference.
- At the floorplan stage, the core utilization is reported as 41.72%.
- Across the run, the number of max-cap violations was 0.
- For reference, the final report shows the max-slew violation count at 0.
- The overall track demand over capacity in global routing is 16.66%, for reference.
- The total DRC errors in the routed layout is 0, for reference.
- For this run, the slowest stage of the critical path takes 490 ps.
- The number of detailed-route iterations in the first pass is 5, for reference.
- The transition time of the tightest slew-check pin is 659.7 ps, for reference.
- Yosys mapped a number of flops with a built-in enable equal to 17.
- The kind of end point of the critical path is a flop, for reference.
- The leading register cell type out of synthesis is dfxtp_1, for reference.
- Per the post-synthesis report, the number of cells in the design is 460.
- The number of levels the H-tree was split into is 3, for reference.
- Detailed placement ended at an HPWL of 5604 um.
- The highest supply drop recorded on VDD is 0.09417 mV.
- The layout summary lists the proportion of cells stronger than drive strength 1 as 8.529%.
- The most common logic cell in the final layout is nor2_1.
- The clock network latency to the later pin of the worst-skew pair is 340 ps, for reference.
- Per the detailed placement report, the placed cell area equals 4305 sq um.
- The script computed a power per unit cell area of 167.8 nW/um^2.
- A synthesized cell averages 8.946 sq um.
- The flow ran to the end, and the final reports show no timing, DRC or antenna violations.
- The startpoint type of the worst setup path is an input port, for reference.
- The detail-routed net length per standard cell is 13.42 um, for reference.
- The total overflow reported by the global router is 0, for reference.
- The final tally of setup violations is 0, for reference.
- The largest total area in the synthesized netlist belongs to dfxtp_1.
- Registers take 1792 sq um.
- The finished cells cover 4539 sq um.
- Setup repair after global routing left no endpoint under its margin.
- 10 I/O pins were placed.
- The antenna diode count is 0, for reference.
- The count of unclocked register or latch pins is 15, for reference.
- The wire length of the first global-routing pass is 13,700 um, for reference.
- The critical path's slowest stage uses the library cell clkdlybuf4s50_1.
- The post-synthesis chip area from yosys is 4115 sq um, for reference.
- In the final run the clock tree shows a worst skew of 5.917 ps.
- The number of synthesized register bits is 81, for reference.
- Measured along the x axis, the die boundary spans 103.4 um.
- The tally of OpenROAD warnings is 33, for reference.
- The number of buffers added on ports is 9, for reference.
- The final hold violation count recorded for this run is 0.
- The flow reports an fmax of 215.5 MHz.
- The routability congestion estimate is 0.8408, for reference.
- The main area contributors are dfxtp_1 (31%), edfxtp_1 (12%), nor2_1 (6.0%).
- The clock-pin transition on the worst setup and hold timing paths is 70 ps, for reference.
- The cell area after technology mapping is 4115 sq um, for reference.
- The number of hold buffers added after CTS was 0.
- The arrival time at the worst endpoint is 4850 ps, for reference.
- The report lists the number of standard-cell rows as 36.
- The required arrival time at the worst endpoint is 7710 ps, for reference.
- The relative area change from synthesis to final layout is 10.31%, for reference.
- The routed design could run at a clock period as short as 4640 ps.
- The share of the core filled with cells is 46.02%, for reference.
- According to the floorplan report, the placeable core area is 9864 sq um.
- The number of warnings reported in the yosys synthesis log is 1, for reference.
- According to the hold report, the worst path is of the reg -> reg type.
- Wires add up to 8080 um.
- For this design, Yosys synthesis ends with a cell count of 460.
- The kind of critical path is in -> reg, for reference.
- The number of buffers inserted during clock tree synthesis is 9, for reference.
- Gates resized during post-CTS repair numbered 0.
- The number of distinct standard cells referenced by the synthesized netlist is 56, for reference.
- The portion of the post-synthesis area used by sequential elements is 43.54%, for reference.
- The die boundary height is 103.4 um, for reference.
- The total die size is 10,700 sq um, for reference.
- After the first detailed-routing iteration, the DRC count stood at 174.
- By instance count after routing, the leading logic cell types are nor2_1 (66), dfxtp_1 (64), nand2_1 (31).
- The leakage power total is 1.583 nW, for reference.
- After filler insertion, the fill cell instance count of the layout stands at 898.
- Per the post-route antenna check, the number of violating nets is 0.
- Entering global routing, the biggest net connects 38 pins.
- The number of antenna violations at the first check in global routing came to 0.
- The cell sitting at the root of the clock tree is a clkbuf_8.
- 15 endpoints have no timing constraint.
- For the final routed database, the setup TNS stands at 0 ps.
- The top cell family by delay on the critical path is buffers and inverters, for reference.
- The maximum count of clock buffers along a single path is 2, for reference.
- The sum of buffers and inverters on the critical path is 3, for reference.
- The via count of the first global-routing pass is 2,830, for reference.
- The worst max-slew margin expressed relative to the limit is 56.02%, for reference.
- Dividing the final minimum period by the clock period gives 61.86%.
- Listed in order, past its start point the critical path passes clkdlybuf4s50_1 -> xor2_1 -> nor4_1 -> nand2_1 -> buf_4 -> a2111o_1 -> and2_4 -> clkinv_2 -> nand3_1 -> a211oi_1 -> a22oi_1.
- The total number of vias is 3,177, for reference.
[worst register-to-register path: stages (launching register included)]
cell and delay (ps):
dfxtp_1 330, or4_4 540, or4_4 540, a21oi_2 540
a31oi_1 180, buf_4 230, ha_1 360, mux2_2 360
a221o_1 350, a22oi_1 160
[metal layers]
metal / up-vias / routed length, um / track usage (%)
li1: 1630 / - / -
met3: 6 / 480 / 3.552
met2: 79 / 3337 / 23.64
met1: 1462 / 4190 / 27.60
met4: 0 / 72 / 1.408
met5: - / 0 / 0
[through the flow]
stage / setup WS [ps] / instances / hold WS (ps)
after floorplan: 3634 / 461 / 425.8
after detailed placement: 2547 / 586 / 452.6
final: 2860 / 602 / 462.7
after global routing: 2608 / 602 / 505.2
after CTS: 2883 / 602 / 467.5
after global placement: 2670 / 586 / 443.2
[synthesized netlist by cell type, drive strengths merged, types with 2 or more instances]
library cell,count
a22oi,4
and3,9
nand4,9
a21oi,14
a31oi,12
o31ai,3
nand3,27
and2,17
o21ai,15
a31o,5
nor4,8
o2111ai,2
nor3,4
mux2i,3
xor2,28
edfxtp,17
or3,4
mux2,2
dfxtp,64
nand2b,2
inv,18
xnor2,20
buf,10
and4,3
o22ai,9
o211ai,3
or2,2
nand2,32
a221oi,3
nor2,66
clkbuf,13
a211oi,2
or4,2
ha,13
[report_power, final]
group | total, mW | internal (mW) | switching (mW)
combinational | 0.0280 | 0.0131 | 0.0149
sequential | 0.379 | 0.375 | 0.00425
clock | 0.354 | 0.221 | 0.134
[area by class of cell]
type | instances | share of cell area [%]
Sequential cell | 81 | 39.47
Inverter | 19 | 1.599
Timing Repair Buffer | 15 | 2.977
Multi-Input combinational cell | 338 | 47.13
Clock inverter | 5 | 2.260
Clock buffer | 11 | 2.894
Tap cell | 133 | 3.666
[worst paths after layout]
kind	start	slack, ps	depth (start not counted)	end
worst max-delay path	switch[1]	2860	11	flop
worst min-delay path	count2[0]	460	1	count2[0]
worst max register to register	count2[10]	3840	9	flop
worst min register to register	count2[0]	460	1	count2[0]
[logic make-up after synthesis]
family	count (synthesis)	share of synthesized area, %
AOI/OAI and AO/OA	82	13.47
xor gates and xnor gates	48	10.40
adders and majority gates	13	3.953
buffers and inverters	42	4.713
DFF	81	43.54
muxes	5	1.277
other	1	0.09113
and+or+nand+nor	188	22.56
Power is estimated from default activity; no workload was simulated.
